--- flow/run.sh ---
#!/bin/bash
# OpenROAD 26Q1-2900-gdf79404cd8, Yosys 0.63+post, stock flow scripts
make -C /OpenROAD-flow-scripts/flow DESIGN_CONFIG=/design/flow/config.mk WORK_HOME=/design/flow/orfs finish
--- flow/config.mk ---
export PLATFORM = sky130hd
export DESIGN_NAME = mainClock
export DESIGN_NICKNAME = mainClock
export VERILOG_FILES = /design/flow/design.v
export SDC_FILE = /design/flow/constraint.sdc
export NUM_CORES = 4
export LEC_CHECK = 1
export CORE_UTILIZATION = 30
--- flow/constraint.sdc ---
current_design mainClock

set clk_period 13.7
set clk_io_pct 0.2

create_clock -name clk0 -period $clk_period [get_ports {FPGAclk}]

set non_clock_inputs [all_inputs -no_clocks]
set_input_delay [expr $clk_period * $clk_io_pct] -clock clk0 $non_clock_inputs
set_output_delay [expr $clk_period * $clk_io_pct] -clock clk0 [all_outputs]
--- flow/design.v ---
`timescale 1ns / 1ps
module mainClock(
    output reg Vsync,  
    output reg Hsync,  
    output reg [2:0] Rcolor,  
    output reg [2:0] Gcolor,  
    output reg [1:0] Bcolor,  
    output reg [3:0] lScore,  
    output reg [3:0] rScore,  
    output reg [1:0] winner,  
    output reg speakerOut,  
    input FPGAclk,  
    input reset,  
    input startGame,  
    input setColor,  
    input setSpeed,  
    input [2:0] Rinput,  
    input [2:0] Ginput,  
    input [1:0] Binput,  
    input encoderLA,  
    input encoderLB,  
    input encoderRA,  
    input encoderRB  
    );
    reg display;
    reg clockCount;
    reg [10:0] Hcount;
    reg [18:0] Vcount;
    reg [9:0] VpixelCount;
    reg [9:0] HpixelCount;
    reg [10:0] LpaddleTLH;
    reg [10:0] LpaddleHeight;
    reg [18:0] LpaddleTLV;
    reg [18:0] LpaddleWidth;
    reg [10:0] RpaddleTLH;
    reg [10:0] RpaddleHeight;
    reg [18:0] RpaddleTLV;
    reg [18:0] RpaddleWidth;
    reg [10:0] ballTLH;
    reg [10:0] ballHeight;
    reg [18:0] ballTLV;
    reg [18:0] ballWidth;
    reg [3:0] ballVspeed;
    reg [3:0] ballHspeed;
    reg ballMovingRight;
    reg ballMovingDown;
    reg [4:0] ballOffset;  
    reg [7:0] gameSpeed;
    reg [7:0] gameCount;
    reg [2:0] Rmem;
    reg [2:0] Gmem;
    reg [1:0] Bmem;
    reg [11:0] screenWidth;
    reg [11:0] screenHeight;
    reg [1:0] gameState;
    reg [26:0] pauseCount;
    reg prevRA;
    reg prevLA;
    reg playTone;
    reg [16:0] toneFrq;
    parameter toneFrqMax=62000;  
    parameter toneLength=12400000;  
    always@(posedge FPGAclk or posedge reset)
    begin
        if(reset) begin
            Vcount = 0;
            Hcount = 0;
            Vsync = 1;
            Hsync = 1;
            display = 0;
            VpixelCount = 0;
            HpixelCount = 0;
            clockCount = 0;
            ballOffset = 25;
            Rcolor = 0;
            Rmem = 0;
            Gcolor = 0;
            Gmem = 0;
            Bcolor = 0;
            Bmem = 0;
            LpaddleWidth = 20;
            LpaddleHeight = 100;
            LpaddleTLH = 20;
            LpaddleTLV = 190;
            RpaddleWidth = 20;
            RpaddleHeight = 100;
            RpaddleTLH = 600;
            RpaddleTLV = 190;
            ballTLH = 310;
            ballHeight = 20;
            ballTLV = 230;
            ballWidth = 20;
            playTone = 1;
            ballVspeed = 50;
            ballHspeed = 50;
            ballMovingRight = 0;
            ballMovingDown = 0;
            gameState = 0;
            gameSpeed = 128;
            gameCount = 0;
            screenWidth = 639;
            screenHeight = 479;
            lScore = 0;
            rScore = 0;
            pauseCount = 0;
            prevRA = 0;
            prevLA = 0;
            speakerOut = 0;
        end else begin
            if(playTone == 1) begin
                if(pauseCount < toneLength) begin
                    if(toneFrq == toneFrqMax) begin
                        speakerOut = ~speakerOut;
                        toneFrq = 0;
                    end else begin
                        toneFrq = toneFrq + 1;
                    end
                    pauseCount = pauseCount + 1;   
                end else begin
                    pauseCount = 0;
                    playTone = 0;
                end
            end
            if(prevRA != encoderRA) begin
                if(gameState != 0 && prevRA == 0) begin
                    if(encoderRB == 1) begin
                        if(RpaddleTLV > (16 - gameSpeed/16)) begin
                            RpaddleTLV = RpaddleTLV - (16 - gameSpeed/16) - 1;
                        end
                    end else begin
                        if(RpaddleTLV + RpaddleHeight < screenHeight - ballOffset - (16 - gameSpeed/16)) begin
                            RpaddleTLV = RpaddleTLV + (16 - gameSpeed/16) + 1;
                        end
                    end
                end
                prevRA = encoderRA;
            end
            if(prevLA != encoderLA) begin
                if(gameState != 0 && prevLA == 0) begin
                    if(encoderLB == 1) begin
                        if(LpaddleTLV > (16 - gameSpeed/16)) begin
                            LpaddleTLV = LpaddleTLV - (16-gameSpeed/16) - 1;
                        end
                    end else begin
                        if(LpaddleTLV + LpaddleHeight < screenHeight - ballOffset - (16-gameSpeed/16)) begin
                            LpaddleTLV = LpaddleTLV + (16 - gameSpeed/16) + 1;
                        end
                    end
                end
                prevLA = encoderLA;
            end
            if(clockCount == 0) begin
                if(display == 1) begin
                if(setColor == 1) begin
                    Rmem=Rinput;
                    Gmem=Ginput;
                    Bmem=Binput;
                end
                if(setSpeed == 1) begin
                    gameSpeed[7:5] = Rinput;
                    gameSpeed[4:2] = Ginput;
                    gameSpeed[1:0] = Binput;
                end
                if (((HpixelCount > RpaddleTLH
                        && HpixelCount < (RpaddleTLH+RpaddleWidth)
                        && (((VpixelCount-15) > RpaddleTLV))
                        && (VpixelCount-15) < (RpaddleTLV+RpaddleHeight)))
                        || (((HpixelCount > LpaddleTLH)
                        && (HpixelCount < (LpaddleTLH+LpaddleWidth))))
                        && (((VpixelCount-15) > LpaddleTLV)
                        && ((VpixelCount-15) < (LpaddleTLV+LpaddleHeight)))
                        || (((HpixelCount > ballTLH)
                        && (HpixelCount < (ballTLH+ballWidth))))
                        && (((VpixelCount-15) > ballTLV)
                        && ((VpixelCount-15) < (ballTLV+ballHeight)))) begin
                    Rcolor = ~Rmem;
                    Gcolor = ~Gmem;
                    Bcolor = ~Bmem;
                end else begin
                    Rcolor = Rmem;
                    Gcolor = Gmem;
                    Bcolor = Bmem;
                end
                case(gameState)
                    0:  
                    begin  
                        if(startGame == 1) begin
                            gameState = 1;
                        end
                    end
                    1:  
                    begin
                        if(HpixelCount == 0 && VpixelCount == 0) begin
                            if(gameCount == gameSpeed || gameCount > gameSpeed) begin
                                gameCount=0;
                                if(ballMovingRight==1) begin
                                    if((ballTLH + ballWidth) > screenWidth) begin
                                        if(lScore == 9) begin
                                            gameState = 3;
                                            winner = 1;
                                            pauseCount = 0;
                                        end else begin
                                            lScore = lScore + 1;
                                            gameState = 2;
                                            winner = 0;
                                        end
                                        ballMovingRight = 0;
                                        ballTLH = (screenWidth - ballWidth);
                                        ballTLH = 310;
                                        ballTLV = 230;
                                    end
                                    else if((ballTLH+ballWidth)>RpaddleTLH
                                            && (ballTLH+ballWidth)<(RpaddleTLH+RpaddleWidth)
                                            && ballTLV<(RpaddleTLV+RpaddleHeight)
                                            && (ballTLV+ballHeight)>RpaddleTLV) begin
                                        ballMovingRight = 0;
                                        playTone = 1;
                                    end else begin
                                        ballTLH = (ballTLH + ballHspeed);
                                    end
                                end else begin
                                    if(ballTLH < ballHspeed) begin
                                        if(rScore == 9)  begin
                                            gameState = 3;
                                            pauseCount = 0;
                                            winner = 2;
                                        end else begin
                                            rScore = rScore + 1;
                                            gameState = 2;
                                            winner = 0;
                                        end
                                        ballMovingRight = 1;
                                        ballTLH = 310;
                                        ballTLV = 230;
                                    end else if(ballTLH < (LpaddleTLH + LpaddleWidth)
                                                && ballTLH>LpaddleTLH
                                                && ballTLV<(LpaddleTLV+LpaddleHeight)
                                                && (ballTLV+ballHeight)>LpaddleTLV) begin
                                        ballMovingRight = 1;
                                        playTone = 1;
                                    end else begin
                                        ballTLH = (ballTLH - ballHspeed);
                                    end
                                end
                                if(ballMovingDown == 1) begin
                                    if((ballTLV + ballHeight + ballOffset) > screenHeight) begin
                                        ballMovingDown=0;
                                        ballTLV = (screenHeight - ballHeight - ballOffset);
                                    end else begin
                                        ballTLV = (ballTLV + ballVspeed);
                                    end
                                end else begin
                                    if(ballTLV < ballVspeed) begin
                                        ballMovingDown = 1;
                                        ballTLV = 0;
                                    end else begin
                                        ballTLV = (ballTLV - ballVspeed);
                                    end
                                end
                            end else begin
                                gameCount = gameCount + 1;
                            end
                        end
                    end
                    2:  
                    begin
                        if(pauseCount == 33554431) begin
                            pauseCount = 0;
                            gameState = 1;
                        end else begin
                            pauseCount = pauseCount + 1;
                        end
                    end
                    3:  
                    begin
                        if(startGame == 1) begin
                            rScore = 0;
                            lScore = 0;
                            gameState = 1;
                            winner = 0;
                        end else begin
                            case(winner)
                                0:
                                begin
                                    winner=3;
                                end
                                1:
                                begin
                                    if(pauseCount < 1250000) begin
                                        lScore = 9;
                                    end else begin
                                        lScore = 15;
                                    end
                                end
                                2:
                                begin
                                    if(pauseCount < 1250000) begin
                                        rScore = 9;
                                    end else begin
                                        rScore = 15;
                                    end
                                end
                                3:
                                begin
                                end
                            endcase
                            if(pauseCount > 2500000) begin
                                pauseCount = 0;
                            end else begin
                                pauseCount = pauseCount + 1;
                            end
                        end
                    end
                endcase
                if(HpixelCount == 639) begin
                    HpixelCount = 0;
                    if(VpixelCount == 479) begin
                        VpixelCount = 0;
                    end else begin
                        VpixelCount = VpixelCount + 1;
                    end
                end else begin
                    HpixelCount = HpixelCount + 1;
                end
            end else begin
                Rcolor = 0;
                Gcolor = 0;
                Bcolor = 0;
            end
                if(Hcount==0) begin
                    Hsync = 0;
                end else if(Hcount==95) begin
                    Hsync=1;
                end
                else if(Hcount==143) begin
                    display = 1;
                    HpixelCount = 0;
                end else if(Hcount == 783) begin
                    display = 0;
                end
                Hcount = Hcount + 1;
                if(Hcount == 800) begin
                    Hcount = 0;
                end
                if(Vcount == 0) begin
                    Vsync = 0;
                end else if(Vcount==1600) begin
                    Vsync = 1;
                    VpixelCount = 0;
                end
                Vcount = Vcount + 1;
                if(Vcount == 416800) begin
                    Vcount = 0;
                end
                clockCount = ~clockCount;
            end else begin
                clockCount = ~clockCount;
            end
        end
    end
endmodule
==> flow_summary.ini <==
; yosys + openroad results
[grt]
grt_pass1_wl_microns = 106000
grt_use_total_pct = 17.7
antenna_found_initial = 0
grt_overflow = 0
grt_max_degree = 74
grt_pass1_vias = 19300

[logic_synthesis]
yosys.area_share.aoi_pct = 22.2
synth-main-ff-cell = dfrtp_1
syn_area_per_cell_sq_um = 8.13
numSynthFlops = 215
top_logic_kind = simple AND/OR/NAND/NOR gates
syn_area_sq_um = 22400
edf_count = 19
simple_gate_area_share_pct = 23.7
ys_chip_area_sq_um = 22400
ys_seq_share_pct = 24.6
ys_types = 120
ys_sh_xor_pct = 7.06
syn_inst = 2754
ys_sh_mux_pct = 1.88
fa_ha_area_share_pct = 15.4
async_flop_share_pct = 91.2
yosys_warnings = 1
yosysCellCount = 2754

[final_timing]
grt_setup_unrepaired = no
tightestPinTransition_ns = 0.892
finalSetupTns_ns = 0
period_used_pct = 57.2
clock.fmax_mhz = 128
hold_viol = 0
maxSlewHeadroom_pct = 40.0
fin_skew_ns = 0.0132
period_needed_ns = 7.84
maxSlewViolCount = 0
whs_ns = 0.469
finalSetupViolCount = 0

[clocking]
cts_resized = 0
cts_hold_buf = 0
path_clk_slew_ns = 0.06
numCtsBuffers = 27
clkSinkCount = 215
cts_tree = yes
clockBufferDepth = 3
root_buffer = clkbuf_16
cts_setup_buffers = 0
htree_levels = 1
clkLatencyLatePin_ns = 0.58

[route]
first_pass_iters = 6
wl_per_cell_microns = 17.5
num_antenna_cells = 0
wl_microns = 64900
ant_nets = 0
drt_iter0_drc = 1519
via_per_inst = 5.49
dr_total_vias = 20400
drc_errors = 0

[setup_path]
cp-end-kind = register
critical_path.startpoint_type = primary input
cp_data_arrival_time_ns = 8.34
crit_type = in -> reg
crit_end = Gcolor[2]$_DFFE_PP0N_
required_ns = 14.19
cp_max_fo = 19
rr_worst_depth = 30
r2r-start = gameSpeed[4]$_DFFE_PP0P_
reg2reg_slack_ns = 6.05
reg2reg_to = Gcolor[2]$_DFFE_PP0N_
cp-startpoint = encoderRB

[floorplan]
chipHeight_microns = 275
core_sq_um = 73500
die_x_microns = 275
fp_util_pct = 30.5
chipArea_sq_um = 75700
ios = 38
rows = 99

[placement]
gp_congestion = 0.974
io_buffer_count = 37
hpwlAfterDp_microns = 48600

[pwr]
seqPwrFrac_pct = 30.6
clockPowerShare_pct = 29.3
p_sw_mw = 1.00
power.density_nw_per_um2 = 104
ir_drop_v = 0.0000897
pwr-share-comb_pct = 40.0
power.internal_mw = 1.57
swShare_pct = 39.0
power.leakage_nw = 10.0

[cells_and_area]
layout_top_cell = ha_1
num-fill-cells = 7563
syn2layout_area_growth_pct = 10.2
layout-drive-gt1-share_pct = 7.30
final_cell_mix = ha_1, nand2_1, nor2_1

[hold_path]
min_path_type = reg -> reg

[job]
warning_count = 66
maxCapViolations = 0

[outcome]
status = completed
Yosys cell counts (all sizes together), types with 59 or more instances:
cell type / count / area share [%]
inv: 163 / 2.7
xnor2: 109 / 4.5
a21o: 59 / 2.0
nor3: 106 / 2.6
o21ai: 188 / 4.2
a21oi: 142 / 3.2
nor2: 220 / 3.7
dfrtp: 170 / 19
nand4: 75 / 2.2
xor2: 65 / 2.6
clkbuf: 94 / 1.6
nand3: 90 / 2.0
nand2: 259 / 4.4
ha: 269 / 15
critical path, cell delays in order:
cell and delay, ns:
clkdlybuf4s50_1 0.88, nand2b_1 0.26, nor4_2 0.06, a221oi_1 0.70, ha_1 0.35, and2_1 0.19, or3_1 0.16, nand2_1 0.08
xnor2_1 0.18, ha_1 0.31, o2111ai_1 0.09, a21oi_1 0.15, o31a_1 0.15, o21ai_0 0.07, a21oi_1 0.18, nand2_1 0.11
or4_1 0.41, o31ai_1 0.09, nor3_1 0.10, nor4bb_1 0.47, o211ai_4 0.25, xor2_1 0.22, o21ai_1 0.13
metal layers:
| layer | track usage (%) | up-vias | share of wire (%) |
|---|---|---|---|
| li1 | - | 10100 | - |
| met2 | 27.4 | 569 | 45 |
| met4 | 4.65 | 0 | 3.1 |
| met3 | 2.17 | 113 | 5.6 |
| met5 | 0 | - | 0 |
| met1 | 26.3 | 9592 | 47 |
power groups by stage:
stage / Sequential [mW] / Combinational, mW / Clock [mW]
after CTS: 0.788 / 1.03 / 0.780
after global routing: 0.799 / 1.17 / 0.805
final: 0.789 / 1.03 / 0.756
cell families (layout without fill, tap and decap cells):
family / after synthesis / in the layout
simple gates: 1030 / 1030
compound gates: 727 / 727
buf+inv: 294 / 292
fa+ha+maj: 273 / 273
flops: 215 / 215
xor+xnor: 174 / 174
mux: 41 / 41
state kept, by name, summed over array words and instances (netlist names), 2 cells and up:
register	flops
Hcount	11
Bcolor	2
Gmem	3
Vcount	19
ballTLV	19
Bmem	2
Rcolor	3
LpaddleTLV	19
ballTLH	10
Rmem	3
gameState	2
HpixelCount	10
pauseCount	27
toneFrq	17
gameSpeed	8
RpaddleTLV	19
winner	2
gameCount	8
rScore	4
VpixelCount	10
Gcolor	3
lScore	4
layout make-up:
cell class              instances  area (sq um)  area share [%]
multi-input cells            2245         15700            63.7
flip-flops and latches        215          5510            22.3
inverters                     164           623            2.52
clock buffers                  44           840            3.40
well taps                     959          1200            4.86
clock inverters                 6           101           0.411
repair buffers                 78           678            2.75
worst min-delay path by stage:
| stage | cells past startpoint | endpoint | from |
|---|---|---|---|
| 4_1_cts | 2 | Vsync$_DFFE_PP1P_ | Vsync$_DFFE_PP1P_ |
| 5_1_grt | 2 | Vsync$_DFFE_PP1P_ | Vsync$_DFFE_PP1P_ |
| 6_report | 2 | Vsync$_DFFE_PP1P_ | Vsync$_DFFE_PP1P_ |
metrics by stage:
stage                     total power, mW  cell area, sq um  cells  setup slack [ns]  utilization (%)
after floorplan                      1.58             22400   2754              5.65                -
after global placement               1.83             23700   3661              5.40             32.3
after detailed placement             1.82             23700   3661              5.31             32.3
after CTS                            2.60             24700   3711              5.91             33.6
after global routing                 2.78             24700   3711              5.40             33.6
final                                2.58             24700   3711              5.86             33.6
Power and IR drop assume default switching activity.
